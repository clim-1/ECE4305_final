`./config.mk`:
```
export PLATFORM = sky130hd
export DESIGN_NAME = disp_mask_core
export DESIGN_NICKNAME = disp_mask_core
export VERILOG_FILES = /design/flow/design.v
export SDC_FILE = /design/flow/constraint.sdc
export NUM_CORES = 4
export LEC_CHECK = 1
export CORE_AREA = 10 10 70 70
export DIE_AREA = 0 0 80 80
```
`./constraint.sdc`:
```
current_design disp_mask_core

set clk_period 2.5
set clk_io_pct 0.2

create_clock -name clk0 -period $clk_period

set non_clock_inputs [all_inputs -no_clocks]
set_input_delay [expr $clk_period * $clk_io_pct] -clock clk0 $non_clock_inputs
set_output_delay [expr $clk_period * $clk_io_pct] -clock clk0 [all_outputs]
```
`./design.v`:
```
module disp_mask_core (
   input logic clk, reset,
   input  logic [10:0] x, y,
   input  logic cs,      
   input  logic write,  
   input  logic [13:0] addr,    
   input  logic [31:0] wr_data,
   input  logic [11:0] si_rgb,
   output logic [11:0] so_rgb
  );
   logic [11:0] masked_rgb;
   logic [3:0] si_r, si_g, si_b;
   logic [11:0] border_rgb [0:1];
   assign border_rgb[1] = {3'b1,si_r[3],3'b1,si_g[3],3'b1,si_b[3]};
   assign border_rgb[0] = 12'hfff;
   always_comb
   begin
      if (|x[9:8]) masked_rgb = 'h000;
      else if (x[4:1] == 'h0) masked_rgb = border_rgb[x[0]];  
      else if (x[4:1] == 'hf) masked_rgb = border_rgb[~x[0]];  
      else masked_rgb = si_rgb;
   end
   assign so_rgb = masked_rgb;
endmodule
```
`./run.sh`:
```
#!/bin/bash
# OpenROAD 26Q1-2900-gdf79404cd8, Yosys 0.63+post, stock flow scripts
make -C /OpenROAD-flow-scripts/flow DESIGN_CONFIG=/design/flow/config.mk WORK_HOME=/design/flow/orfs finish
```
==> out/metrics.cfg <==
[status]
run_status = finished, final reports clean

[yosys]
ys_seq_share_pct = 0
synthDistinctLibCells = 13
netlist.area_leader.share_pct = 45.0
post_synth_instance_area_um2 = 300
synthesis.area_per_instance_um2 = 7.15
netlist.top_cell.by_area = sky130_fd_sc_hd__a221oi_2
yosys_area_um2 = 300
syn-instance-count = 42
yosysWarnings = 5
yosys-stat-cells = 42
ys_top_cells_by_area = sky130_fd_sc_hd__a221oi_2, sky130_fd_sc_hd__nand2_1, sky130_fd_sc_hd__o21a_1, sky130_fd_sc_hd__nor2b_4, sky130_fd_sc_hd__buf_6

[cells_and_area]
lay_top_cells = sky130_fd_sc_hd__nand2_1, sky130_fd_sc_hd__clkdlybuf4s50_1, sky130_fd_sc_hd__a221oi_2
layout_top_cell_excl_fill_tap = sky130_fd_sc_hd__nand2_1
sequential_cell_area_um2 = 0
fin_area_um2 = 683
area_growth_syn_to_layout_pct = 127
layout-drive-gt1-share_pct = 38.2
flop-count = 0
clock_buffers = 0
finish.utilization_pct = 20.0

[placed_design]
finalWeightedCongestion = 0.720
dpl.hpwl_um = 1140
placed_area_um2 = 663
io_buffers = 31

[worst_setup_path]
timing.critical_path.required_ps = 2000
max_stage_delay_ps = 440
timing.critical_path.from = x[3]
endpoint = so_rgb[4]
critical-path-top-cell-by-count = sky130_fd_sc_hd__buf_6
crit_slowest_cell = sky130_fd_sc_hd__or4_4
timing.critical_path.fanout_max = 3
timing_worst_setup_path_type = in -> out
cp_cell_sequence = dlygate4sd2_1 -> or4_4 -> buf_6 -> nor2b_4 -> buf_6 -> a221oi_2 -> buf_2
setup.worst_path.start_class = input port
critical_path_arrival_ps = 1910
crit_path_end_kind = output port

[detailed_routing]
num_vias = 425
initial_drt_markers = 8
tritonroute_pass_1_iters = 4
antenna_left = 0
route.detailed.vias_per_inst = 3.48
detail_route.wirelength_um = 1460
route.detailed.wl_per_inst_um = 12.0
antenna_cells = 0
drc = 0

[timing]
timing.final.hold_violations = 0
slew-limit-headroom_pct = 66.2
timing.fmax_mhz = 416
worstMarginPinSlew_ps = 507
final.min_clock_period_ps = 2410
final_clock_period_utilization_by_the_worst_path_pct = 96.2
timing.hold.ws_ps = 1610
setup_repair_after_global_routing_missed_its_margin = false
finalSetupViolations = 0
drv_slew = 0

[power_and_ir_drop]
leakagePower_nw = 0.336
max-vdd-ir-drop_v = 0.0000399
power.density_cell_area_nw_per_um2 = 134

[min_path]
hold_path_class = in -> out

[global_routing]
grt_max_degree = 11
grt.overflow.total = 0
grt_antenna_before_repair = 0
first_global_vias = 438
grt.total_usage_pct = 4.39
wire_length_of_the_first_global_routing_pass_um = 2300

[floorplanning]
core-area_um2 = 3420
initial_core_util_pct = 8.79
num_rows = 21
die_w_um = 80
io-pin-count = 96
chip_area_um2 = 6400
die_y_um = 80

[job]
openroad.warnings = 98
max_cap_violations = 0

[cells in the mapped netlist]
library cell                n
sky130_fd_sc_hd__clkbuf_1   1
sky130_fd_sc_hd__or4_1      1
sky130_fd_sc_hd__buf_6      1
sky130_fd_sc_hd__or2_2      1
sky130_fd_sc_hd__o21a_1     3
sky130_fd_sc_hd__buf_2      1
sky130_fd_sc_hd__nor2_1     1
sky130_fd_sc_hd__a221oi_2   9
sky130_fd_sc_hd__buf_1      2
sky130_fd_sc_hd__nor2b_4    1
sky130_fd_sc_hd__and2_1     1
sky130_fd_sc_hd__nand2_1   19
sky130_fd_sc_hd__nand4_1    1
[metrics by stage]
| stage | std cells | power, W | TNS (ps) | setup WS (ps) |
|---|---|---|---|---|
| floorplan | 42 | 0.0000371 | 0 | 520 |
| global placement | 117 | 0.0000925 | -4640 | -420 |
| detailed placement | 117 | 0.0000943 | -4890 | -437 |
| CTS | 122 | 0.0000937 | -6.01 | -6.01 |
| global route | 122 | 0.000101 | 0 | 37.8 |
| finish | 122 | 0.0000915 | 0 | 94.3 |
[worst max-delay path, delay by kind of cell]
| kind | cells | cell delay [ps] |
|---|---|---|
| buffers and inverters | 4 | 640 |
| and+or+nand+nor | 2 | 560 |
| AOI/OAI and AO/OA | 1 | 210 |
[how the worst min path moves through the flow]
stage	start	endpoint	slack [ps]	depth (start not counted)
CTS	si_rgb[4]	so_rgb[4]	1660	4
global route	x[4]	so_rgb[11]	1670	6
finish	x[4]	so_rgb[11]	1610	6
[final cells by class]
cell class	instances	area, um^2
repair buffers	38	328
fillers	388	2730
well taps	46	57.6
multi-input cells	38	298
[kinds of logic after synthesis]
kind of cell	Yosys count	synth area share (%)
and+or+nand+nor	25	38.3
AOI/OAI and AO/OA	12	52.5
buffers and inverters	5	9.16
[what timing repair did]
| action | CTS | global route |
|---|---|---|
| gates cloned | 1 | 0 |
| resized | 37 | 5 |
| setup endpoints to repair | 12 | 8 |
| pin swaps | 3 | 2 |
| buffers inserted | 4 | 0 |
| hold buffers | 0 | 0 |
[report_power, final]
part	internal (W)	switching (W)	total, W	leakage (nW)
sequential	0	0	0	0
combinational	0.0000538	0.0000376	0.0000915	0.336
clock	0	0	0	0
total	0.0000538	0.0000376	0.0000915	0.336
[per-layer routing]
metal / up-vias / track usage [%] / routed length (um)
met5: - / 0 / 0
li1: 228 / - / -
met1: 179 / 5.47 / 620
met2: 18 / 7.22 / 664
met3: 0 / 1.93 / 177
met4: 0 / 0 / 0
No activity file was given, so power comes from the tool's default toggle rates.
