==> flow/run.sh <==
#!/bin/bash
# OpenROAD 26Q1-2900-gdf79404cd8, Yosys 0.63+post, stock flow scripts
make -C /OpenROAD-flow-scripts/flow DESIGN_CONFIG=/design/flow/config.mk WORK_HOME=/design/flow/orfs finish
==> flow/config.mk <==
export PLATFORM = sky130hd
export DESIGN_NAME = scrolling_core
export DESIGN_NICKNAME = scrolling_core
export VERILOG_FILES = /design/flow/design.v
export SDC_FILE = /design/flow/constraint.sdc
export NUM_CORES = 4
export LEC_CHECK = 1
export CORE_UTILIZATION = 40
==> flow/constraint.sdc <==
current_design scrolling_core

set clk_period 24.1
set clk_io_pct 0.2

create_clock -name clk0 -period $clk_period [get_ports {clk}]

set non_clock_inputs [all_inputs -no_clocks]
set_input_delay [expr $clk_period * $clk_io_pct] -clock clk0 $non_clock_inputs
set_output_delay [expr $clk_period * $clk_io_pct] -clock clk0 [all_outputs]
==> flow/design.v <==
module scrolling_core (
    input logic clk, reset,
    input  logic [10:0] x, y,
    input  logic cs,
    input  logic write,
    input  logic [13:0] addr,
    input  logic [31:0] wr_data,
    input  logic [11:0] si_rgb,
    output logic [11:0] so_rgb
  );
  localparam ADDR_WIDTH = 9;   
  localparam         CD = 12;    
  localparam CNTR_WIDTH = 32;
  localparam LANE_WIDTH = 2;   
  localparam DVSR_WIDTH = 8;
  localparam        MAX = 400;
  localparam LANE_COUNT = 8;
  logic wr_en, wr_lane, wr_dvsr, wr_byps, wr_down;
  logic [LANE_WIDTH-1:0] lane_in [LANE_COUNT-1:0];
  logic [LANE_WIDTH-1:0] lane_out [LANE_COUNT-1:0];
  logic bypass_reg;
  logic down_reg;
  logic [DVSR_WIDTH-1:0] dvsr_reg;
  logic [CD-1:0] lane_rgb;
  logic [CD-1:0] chrom_rgb;
  logic [10:0] ram_y;
  logic [11:0] coded_color [3:0];
  logic [$clog2(LANE_COUNT)-1:0]lane_now;
  always_comb  
  begin
    if (~&x[9:8]) lane_rgb = coded_color[lane_out[x[7:5]]];
    else lane_rgb = si_rgb;
  end
  assign coded_color[0] = 'h222;  
  assign coded_color[1] = 'he34;  
  assign coded_color[2] = 'hadd;  
  assign coded_color[3] = 'hffe;  
  assign ram_y = (down_reg)? MAX - 1 - y: y;  
    genvar i;
    generate 
      for (i = 0; i < LANE_COUNT; i++)
      begin
      scrolling_ram #(
        .ADDR_WIDTH(ADDR_WIDTH),   
        .DATA_WIDTH(LANE_WIDTH),    
        .DVSR_WIDTH(DVSR_WIDTH),
        .MAX(MAX)
      ) scrl_ram (
        .addr_r(ram_y),
        .din(lane_in[i]),
        .dout(lane_out[i]),
        .dvsr(dvsr_reg),
        .*
        );
        always_ff @(posedge clk, posedge reset)
        begin
          if (reset)
          begin
            lane_in[i] <= 0;
          end
          else
          begin
            if (wr_lane)
              lane_in[i] <= wr_data[(LANE_WIDTH*(i+1))-1:LANE_WIDTH*i];
          end              
        end
      end
    endgenerate
  always_ff @(posedge clk, posedge reset)
    if (reset)
    begin
      bypass_reg <= 0;
      down_reg <= 0;
    end
    else
    begin
      if (wr_dvsr)
        dvsr_reg <= wr_data[10:0];
      if (wr_byps)
        bypass_reg <= wr_data[0];
      if (wr_down)
        down_reg <= wr_data[0];
    end
  assign wr_en = write & cs;
  assign wr_lane = wr_en && (addr[1:0]==2'b00);
  assign wr_dvsr = wr_en && (addr[1:0]==2'b01);
  assign wr_byps = wr_en && (addr[1:0]==2'b10);
  assign wr_down = wr_en && (addr[1:0]==2'b11);
  assign so_rgb = (bypass_reg) ? si_rgb : lane_rgb;
endmodule
module scrolling_ram
   #(
    parameter ADDR_WIDTH = 9,   
              DATA_WIDTH = 1,    
              DVSR_WIDTH = 18,
                     MAX = 480
   )
   (
    input  logic clk,
    input  logic reset,
    input  logic [ADDR_WIDTH-1:0] addr_r,
    input  logic [DATA_WIDTH-1:0] din,
    input  logic [DVSR_WIDTH-1:0] dvsr,
    output logic [DATA_WIDTH-1:0] dout
   );
   localparam CNTR_WIDTH = ADDR_WIDTH + 1 + DVSR_WIDTH;
   logic [DATA_WIDTH-1:0] ram [0:2**ADDR_WIDTH-1];
   logic [DATA_WIDTH-1:0] data_reg;
   logic [CNTR_WIDTH-1:0] counter;
   logic [ADDR_WIDTH-1:0] index; 
   logic [CNTR_WIDTH-1:0] cnt_max;
   assign index = counter[ADDR_WIDTH-1:0]; 
   assign cnt_max[ADDR_WIDTH-1:0] = 0;
   assign cnt_max[ADDR_WIDTH] = 1;
   assign cnt_max[CNTR_WIDTH-1:ADDR_WIDTH+1] = dvsr;
   genvar i;
   generate for (i = 0; i < MAX; i++) 
      begin
         always_ff @(posedge clk)
         begin
            if (reset)
               ram[i] <= 0;
            else
            begin
               if (counter == i)
                  ram[i] <= ram[i+1];
            end
         end
      end
   endgenerate
   always_ff @(posedge clk)
   begin
      if (reset)
      begin
         ram[MAX] <= 0;
         data_reg <= 0;
         counter <= 0;
      end
      else
      begin
         counter <= counter+1;
         if (counter == MAX)
            ram[MAX] <= din;
         if (counter > cnt_max)
            counter <= 0;
         data_reg <= ram[addr_r];
      end
   end
   assign dout = data_reg;
endmodule   
==> Slide: Implementation Results <==
Flow Results at a Glance

Place
  – Cell total after placement: 48,400
  – HPWL Detailed: 2,200,000 um
  – Routability cong.: 1.44
  – Port Buf Inserts: 59
  – Placed Area: 319,000 um^2

Global route
  – GRT Total Usage: 0.831
  – First-pass GRT wire length: 4,020,000 um
  – Largest net degree at the start of global routing: 168
  – Congestion Overflow GR: 1,165
  – Vias in the first global route: 366,000

Yosys
  – Cell Type Count: 106
  – Most frequent cell after synthesis: nand2_1
  – Synth warn: 1,792
  – Top cells by count: nand2_1 (8,316), dfxtp_1 (6,576), a21oi_1 (6,210)
  – Dominant register cell: dfxtp_1
  – Cell area leaders: dfxtp_1 (44%), nand2_1 (11%), a21oi_1 (10%), nand3_1 (6.5%), o21ai_0 (4.9%)
  – Number of enable flip-flop cells: 8
  – Yosys stat cell total: 39,600
  – Synthesized area: 296,000 um^2
  – Share of flip-flops with an asynchronous set or reset: 0.00273
  – Yosys Chip Area: 296,000 um^2
  – Top area contributor share: 0.444
  – Syn_area_per_cell: 7.48 um^2
  – Leading area contributor after synthesis: dfxtp_1
  – Synth Instances: 39,600
  – Sequential share of the synthesized area: 0.447
  – Ys flops: 6,602

Die
  – Std-Cell Rows: 315
  – Fp util: 0.402
  – Die Width: 863 um
  – Die height: 863 um
  – I/O pin count: 96

CTS
  – CTS Root Cell: clkbuf_16
  – Post-CTS Setup Inserts: 0
  – Clk sinks: 6,602
  – Post-cts hold buffer count: 0
  – Longest Clk Path Bufs: 4
  – CTS Buf Count: 743
  – H-tree levels: 6
  – Post-CTS sizing: 0

Status
  – Error: [ERROR GRT-0116] Global routing finished with congestion. Check the congestion regions in the DRC Viewer.
  – Status: did not finish
  – Stop stage: global routing
cell families after synthesis:
group,Yosys count,share of synthesized area
fa+ha+maj,101,0.00427
mux,419,0.0142
xor+xnor,131,0.00387
flops,6602,0.447
simple gates,16500,0.239
buf+inv,3404,0.0444
compound gates,12400,0.247
stage by stage:
| step | power [W] | hold WS (ns) | setup WS, ns | utilization |
|---|---|---|---|---|
| 4_1_cts | 0.0246 | 0.443 | 10.97 | 0.468 |
| 3_5_place_dp | 0.0128 | 0.456 | 10.99 | 0.434 |
| 3_3_place_gp | 0.0128 | 0.450 | 10.95 | 0.434 |
| 2_1_floorplan | 0.0117 | 0.436 | 12.79 | - |
per-layer routing:
layer / GRT overflow / GRT usage
met1: 27 / 0.844
met4: 389 / 0.800
met2: 704 / 0.903
met3: 42 / 0.766
met5: 3 / 0.591
Power and IR drop assume default switching activity.
